==> design/flow/design.v <==
module vga_driver
(
    input                   I_clk   ,  
    input                   I_rst_n ,  
    output                  O_hs    ,  
    output                  O_vs    ,  
	 output			 [11:0]   v_cnt,
	 output			 [11:0]	 h_cnt,
	 output 			 		    flag
);
parameter       C_H_SYNC_PULSE      =   96  , 
                C_H_BACK_PORCH      =   48  ,
                C_H_ACTIVE_TIME     =   640 ,
                C_H_FRONT_PORCH     =   16  ,
                C_H_LINE_PERIOD     =   800 ;
parameter       C_V_SYNC_PULSE      =   2   , 
                C_V_BACK_PORCH      =   33  ,
                C_V_ACTIVE_TIME     =   480 ,
                C_V_FRONT_PORCH     =   10  ,
                C_V_FRAME_PERIOD    =   525 ;
parameter       C_COLOR_BAR_WIDTH   =   C_H_ACTIVE_TIME / 8  ;  
reg [11:0]      R_h_cnt         ;  
reg [11:0]      R_v_cnt         ;  
reg             R_clk_25M       ;
wire            W_active_flag   ;  
always @(posedge I_clk or negedge I_rst_n)
begin
    if(!I_rst_n)
        R_clk_25M   <=  1'b0        ;
    else
        R_clk_25M   <=  ~R_clk_25M  ;     
end
always @(posedge R_clk_25M or negedge I_rst_n)
begin
    if(!I_rst_n)
        R_h_cnt <=  12'd0   ;
    else if(R_h_cnt == C_H_LINE_PERIOD - 1'b1)
        R_h_cnt <=  12'd0   ;
    else
        R_h_cnt <=  R_h_cnt + 1'b1  ;                
end                
assign O_hs =   (R_h_cnt < C_H_SYNC_PULSE) ? 1'b0 : 1'b1    ; 
always @(posedge R_clk_25M or negedge I_rst_n)
begin
    if(!I_rst_n)
        R_v_cnt <=  12'd0   ;
    else if(R_v_cnt == C_V_FRAME_PERIOD - 1'b1)
        R_v_cnt <=  12'd0   ;
    else if(R_h_cnt == C_H_LINE_PERIOD - 1'b1)
        R_v_cnt <=  R_v_cnt + 1'b1  ;
    else
        R_v_cnt <=  R_v_cnt ;                        
end                
assign O_vs =   (R_v_cnt < C_V_SYNC_PULSE) ? 1'b0 : 1'b1    ; 
assign W_active_flag =  (R_h_cnt >= (C_H_SYNC_PULSE + C_H_BACK_PORCH                  ))  &&
                        (R_h_cnt <= (C_H_SYNC_PULSE + C_H_BACK_PORCH + C_H_ACTIVE_TIME))  && 
                        (R_v_cnt >= (C_V_SYNC_PULSE + C_V_BACK_PORCH                  ))  &&
                        (R_v_cnt <= (C_V_SYNC_PULSE + C_V_BACK_PORCH + C_V_ACTIVE_TIME))  ;      
assign flag = W_active_flag;
assign v_cnt = R_v_cnt;
assign h_cnt = R_h_cnt;
endmodule
==> design/flow/run.sh <==
#!/bin/bash
# OpenROAD 26Q1-2900-gdf79404cd8, Yosys 0.63+post, stock flow scripts
make -C /OpenROAD-flow-scripts/flow DESIGN_CONFIG=/design/flow/config.mk WORK_HOME=/design/flow/orfs finish
==> design/flow/config.mk <==
export PLATFORM = sky130hd
export DESIGN_NAME = vga_driver
export DESIGN_NICKNAME = vga_driver
export VERILOG_FILES = /design/flow/design.v
export SDC_FILE = /design/flow/constraint.sdc
export NUM_CORES = 4
export LEC_CHECK = 1
export CORE_AREA = 10 10 104 104
export DIE_AREA = 0 0 114 114
==> design/flow/constraint.sdc <==
current_design vga_driver

set clk_period 1.3
set clk_io_pct 0.2

create_clock -name clk0 -period $clk_period [get_ports {I_clk}]

set non_clock_inputs [all_inputs -no_clocks]
set_input_delay [expr $clk_period * $clk_io_pct] -clock clk0 $non_clock_inputs
set_output_delay [expr $clk_period * $clk_io_pct] -clock clk0 [all_outputs]
==> flow report <==
====================================================================================
Outcome                                                                 finished, final reports clean
Post-route ant nets                                                                0
DRC viols                                                                          0
Synth Warn #                                                                       1
Met1 global-route usage                                                       0.0875
Syn_area_per_cell                                                           10.6 um2
Data required time at the worst endpoint                                     1.51 ns
Register-to-register path setup slack                                        0.82 ns
Tot GR Track Use                                                              0.0531
Sequential cell area fraction in the yosys report                              0.435
Number of buffer and inverter stages on the critical path                          1
FMAX                                                                        1880 MHz
First-pass GRT wire length                                                   5830 um
Worst setup path end                                                    R_clk_25M$_DFF_PN0_
Flip-flops with a built-in enable                                                  0
Detail-routed net length per standard cell                                   12.6 um
Ant diodes                                                                         0
Leakage power total                                                         0.785 nW
Top cell excl fill/tap                                                  sky130_fd_sc_hd__clkdlybuf4s50_1
Global placer's final weighted congestion                                      0.787
RR Startpoint                                                           R_clk_25M$_DFF_PN0_
CP startpoint kind                                                      primary input
Shortest clock period the worst path allows after layout                    0.531 ns
Dominant combinational cell family by area after synthesis              simple AND/OR/NAND/NOR gates
Count of buffers from port buffering                                              28
Async set-or-reset flop fraction in the synthesized netlist                     1.00
Most numerous logic cells after layout                                  sky130_fd_sc_hd__clkdlybuf4s50_1 (28), sky130_fd_sc_hd__dfrtp_1 (25), sky130_fd_sc_hd__nor2_1 (14)
Worst setup startpoint                                                       I_rst_n
CP peak stage delay                                                          0.48 ns
Floorplan die area                                                        13,000 um2
Final cell utilization of the core                                             0.206
Vias in the first global route                                                 1,078
Antenna violations before repair                                                   0
Most common flop cell mapped by yosys                                   sky130_fd_sc_hd__dfrtp_1
Xor/xnor share                                                                0.0974
Number of register pins that no clock reaches                                     24
Worst setup slack after layout                                              0.769 ns
Number of flip-flops and latches in the synthesized netlist                       25
Post-synthesis adder-cell area fraction                                       0.0348
Worst Path Class, Setup                                                     in2async
Sw frac                                                                        0.300
Log Warnings                                                                      30
Tightest slew margin relative to the limit                                     0.555
Clock latency of the later-clocked register in the worst-skew pair              0 ns
Count of maximum capacitance violations                                            0
Cell area after technology mapping                                          1440 um2
Combinational cell area excluding buffers and inverters                      708 um2
Standard cell with the maximum stage delay on the critical path         sky130_fd_sc_hd__clkdlybuf4s50_1
Via-to-Cell Ratio                                                               3.99
Least-Margin Pin Slew                                                       0.665 ns
Instance count on the critical path                                                1
Pwr per Cell Area                                                        28.4 nW/um2
Post-placement worst setup slack                                            0.767 ns
First-iteration detailed-routing DRC count                                        39
Number of top-level design ports                                                  29
Setup tns final                                                                 0 ns
Share of power burned in registers                                             0.609
Met3 Resource Use GR                                                         0.00744
CORE AREA                                                                   8680 um2
Iteration tally of the first detailed-router pass                                  4
Switching power total                                                    0.0000153 W
Post-route clock skew                                                           0 ns
Starting Density                                                               0.166
Synth Area in Simple Gates                                                     0.288
Critical path fanouts, max                                                         2
Endpoint class of the critical path                                        async pin
Path depth of the worst reg2reg path                                               1
Largest net degree at the start of global routing                                 25
Number of hold-slack violations in the final timing report                         0
Combinational cell fraction of total power                                     0.391
Buffer count from post-CTS setup fixing                                            0
Number of unique standard cell types used by synthesis                            40
Cell chain of the critical path                                         clkdlybuf4s50_1
Worst voltage drop across the vdd grid                                    0.000133 V
Max-slew violation count                                                           0
Count of endpoints without a timing constraint                                    51
FF/Latch Area                                                                626 um2
Total via count after detailed routing                                         1,070
Leftover overflow at the end of global routing                                     0
Power, Total                                                             0.0000508 W
Final HPWL DP                                                                2540 um
Count of instantiated cells in the yosys netlist                                 136
RSZ-0062 raised after global routing                                           false
Number of buffers inserted for hold repair after clock tree synthesis              0
Post-synthesis cell count                                                        136
Summed standard-cell area reported by yosys                                 1440 um2
Layout area overhead                                                           24.4%
Mux share of post-synthesis cell area                                         0.0217
Routing usage on met2                                                         0.0756
DRT Wirelength                                                               3390 um
AND-OR/OR-AND Cells, Area Fraction                                            0.0504
Internal power                                                           0.0000355 W
Count of instances resized after the clock tree is built                           0
Standard-cell rows                                                                34
Type of the most critical hold path                                          reg2reg
Fraction of power consumed by the clock network                                    0
Most utilized layer in the global route result                                  met1
Cell family with the largest share of critical-path delay               buffers and inverters
Share of cells above drive strength 1                                         0.0625
Final count of negative-setup-slack endpoints                                      0
Height of the die                                                             114 um
Number of filler cells placed in the layout                                      971
Arrival @ worst endpoint                                                     0.74 ns
Die span in x                                                                 114 um
Clk slew on worst S/H paths                                                     0 ns
Cycle use final                                                                0.409
Worst R2R End                                                           R_clk_25M$_DFF_PN0_
====================================================================================
[kinds of logic after synthesis]
| family | Yosys count |
|---|---|
| AND-OR/OR-AND | 11 |
| buffers and inverters | 13 |
| XOR/XNOR | 16 |
| adder cells (fa/ha/maj) | 4 |
| flip-flops | 25 |
| AND/OR/NAND/NOR | 64 |
| multiplexers | 3 |
[routing by layer]
layer	wire length [um]	vias up	share of wire
met3	140	0	0.041
li1	-	536	-
met5	0	-	0
met4	0	0	0
met2	1400	22	0.41
met1	1850	512	0.55
[how the worst min path moves through the flow]
stage	from	end	cells past startpoint
CTS	R_clk_25M$_DFF_PN0_	R_clk_25M$_DFF_PN0_	1
global route	R_clk_25M$_DFF_PN0_	R_clk_25M$_DFF_PN0_	1
finish	R_clk_25M$_DFF_PN0_	R_clk_25M$_DFF_PN0_	1
[synth_stat cells (2+ instances only)]
cell type	number	area [um2]
sky130_fd_sc_hd__xnor2_1	10	87.6
sky130_fd_sc_hd__nor3_1	4	20.0
sky130_fd_sc_hd__and3_1	2	12.5
sky130_fd_sc_hd__or4_1	2	15.0
sky130_fd_sc_hd__nand4_1	5	31.3
sky130_fd_sc_hd__or3_1	2	12.5
sky130_fd_sc_hd__a21oi_1	3	15.0
sky130_fd_sc_hd__and4_1	5	43.8
sky130_fd_sc_hd__nand2_1	4	15.0
sky130_fd_sc_hd__nor4_1	3	18.8
sky130_fd_sc_hd__mux2i_1	2	20.0
sky130_fd_sc_hd__o31ai_1	2	15.0
sky130_fd_sc_hd__xor2_1	6	52.6
sky130_fd_sc_hd__nor2_1	14	52.6
sky130_fd_sc_hd__clkbuf_8	2	27.5
sky130_fd_sc_hd__ha_1	4	50.1
sky130_fd_sc_hd__inv_1	7	26.3
sky130_fd_sc_hd__o21ai_0	3	15.0
sky130_fd_sc_hd__nand2b_1	2	12.5
sky130_fd_sc_hd__dfrtp_1	25	626
sky130_fd_sc_hd__nand3_1	10	50.1
[area by class of cell]
| class | instances | area share |
|---|---|---|
| sequential | 25 | 0.349 |
| tap | 108 | 0.0755 |
| timing repair buffer | 30 | 0.165 |
| multi-input combinational | 98 | 0.396 |
| inverter | 7 | 0.0147 |
[sequential cells by signal, summed over array words and instances (netlist names)]
| register | count |
|---|---|
| R_h_cnt | 12 |
| R_v_cnt | 12 |
| R_clk_25M | 1 |
[through the flow]
| step | cell area, um2 | std cells | hold slack [ns] |
|---|---|---|---|
| 2_1_floorplan | 1440 | 136 | -0.0356 |
| 3_3_place_gp | 1790 | 268 | 0.410 |
| 3_5_place_dp | 1790 | 268 | 0.411 |
| 4_1_cts | 1790 | 268 | 0.412 |
| 5_1_grt | 1790 | 268 | 0.418 |
| 6_report | 1790 | 268 | 0.414 |
[power groups by stage]
| stage | clock network, W | logic (W) | registers [W] |
|---|---|---|---|
| 5_1_grt | 0 | 0.0000233 | 0.0000309 |
| 4_1_cts | 0 | 0.0000212 | 0.0000309 |
| 6_report | 0 | 0.0000199 | 0.0000309 |
Power and IR drop assume default switching activity.
