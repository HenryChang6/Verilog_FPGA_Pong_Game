==> ./design.v <==
module Sync(clk, reset, Hsync, Vsync);
input clk, reset;
reg [31:0] ver_cnt;
reg [31:0] hor_cnt;
reg [31:0] cnt;
output reg Hsync, Vsync;
always@(posedge clk or negedge reset)begin
	if(~reset)begin
		Hsync <= 1'b0;
		Vsync <= 1'b0;
		ver_cnt <= 32'd0;
		hor_cnt <= 32'd0;
		cnt <= 32'd0;
	end
	else begin
		if(cnt == 210000)begin
			cnt <= 32'd0;
			Vsync = ~Vsync;
		end
		else begin
			cnt <= cnt + 1'd1;
		end
		if(hor_cnt == 799)begin
			hor_cnt <= 32'b0;
			if(ver_cnt == 524)begin
				ver_cnt <= 32'd0;
			end
			else begin
				ver_cnt<= ver_cnt + 1'd1;
			end
		end
		else begin
			hor_cnt <= hor_cnt + 1'd1;
		end
		if(ver_cnt <= 1)begin
			Hsync <= 1'b0;
		end
		else begin
			if(hor_cnt <= 95)begin
				Hsync <= 1'b0;
			end
			else begin
				Hsync <= 1'b1;
			end
		end
	end
end
endmodule
==> ./run.sh <==
#!/bin/bash
# OpenROAD 26Q1-2900-gdf79404cd8, Yosys 0.63+post, stock flow scripts
make -C /OpenROAD-flow-scripts/flow DESIGN_CONFIG=/design/flow/config.mk WORK_HOME=/design/flow/orfs finish
==> ./config.mk <==
export PLATFORM = sky130hd
export DESIGN_NAME = Sync
export DESIGN_NICKNAME = Sync
export VERILOG_FILES = /design/flow/design.v
export SDC_FILE = /design/flow/constraint.sdc
export NUM_CORES = 4
export LEC_CHECK = 1
export CORE_UTILIZATION = 50
==> ./constraint.sdc <==
current_design Sync

set clk_period 6.2
set clk_io_pct 0.2

create_clock -name clk0 -period $clk_period [get_ports {clk}]

set non_clock_inputs [all_inputs -no_clocks]
set_input_delay [expr $clk_period * $clk_io_pct] -clock clk0 $non_clock_inputs
set_output_delay [expr $clk_period * $clk_io_pct] -clock clk0 [all_outputs]
==> impl.org <==
#+TITLE: Flow metrics

** Worst setup path
- On the critical path the largest part of the delay comes from simple AND/OR/NAND/NOR gates.
- CP arrival :: 2.77 ns
- The worst register-to-register path ends at ver_cnt[4]$_DFFE_PN0N_.
- Measured in cells, the most critical reg-to-reg path has a length of 7.
- The report shows a maximum critical-path fanout of 8.
- Required time of the critical path :: about 6.5 ns
- Worst setup path endpoint :: ver_cnt[4]$_DFFE_PN0N_
- Endpoint type of the worst setup path :: flop
- In the setup report, the worst path falls into the class flop to flop.
- Cell-by-cell trace of the critical path :: ha_1 -> nand4_2 -> or4_4 -> nor3_1 -> buf_4 -> nand2_1 -> o31ai_1
- Buffers and inverters on the worst path :: 1
- Crit path launch type :: flop
- Worst path max stage delay :: 0.53 ns
- For flop-to-flop paths, the worst setup slack is between 3 and 4 ns.
- The most critical setup path has its startpoint at hor_cnt[0]$_DFF_PN0_.
- Count of cell instances traversed by the critical path :: 7
- Among all stages on the critical path, the largest delay is contributed by sky130_fd_sc_hd__or4_4.
- Launch instance of the worst register-to-register path :: hor_cnt[0]$_DFF_PN0_

** Die
- Die Area :: 9880 µm²
- Starting density of the core :: 0.516
- According to the floorplan report, the die height is 99.4 µm.
- The floorplan has 35 rows.
- Top-Level Pins :: 4
- The horizontal die dimension reported for this design is between 90 and 100 µm.
- Core Area :: 9200 µm²

** CTS
- Cts bufs inserted :: 9
- Clk slew on worst S/H paths :: roughly 0.09 ns
- The clock tree has to reach 98 sinks.
- Clock root buffer :: sky130_fd_sc_hd__clkbuf_8
- CTS Hold Bufs :: 0
- The number of gates resized after CTS was 0.
- Per the CTS log, the buffer count on the longest clock path is 2.
- TritonCTS built the clock tree.
- Setup repair bufs after CTS :: 0
- Worst skew pair latency :: approximately 0.36 ns
- Total number of H-tree levels :: 3

** Job
- Tool warning count :: 29
- Count of max-cap constraint violations :: 0

** GRT
- Global-route wire length before repair :: approximately 14 mm
- Pin count of the biggest net entering global routing :: 55
- The number of global-route vias before repair is 3010.
- Antenna violations before repair :: 0
- In the global route stage, overall resource usage came out at 0.188.
- After global routing the overflow that remains totals 0.

** Synth
- The synthesized netlist handed to floorplanning was reported with a cell count of about 450.
- In the Yosys stats the netlist draws on 36 distinct library cells.
- In this run, synthesis inferred 0 flip-flops with an integrated enable.
- Fraction of registers with async set/reset :: 1.00
- The synthesized netlist was found by Yosys to have 446 cells.
- Averaged over all synthesized cells, the footprint is 10.6 µm².
- The chip area line in the Yosys stat output reads 4740 µm².
- The cell area that synthesis handed to floorplanning was 4740 µm².
- Among all flip-flop cells after synthesis, the most frequent one is sky130_fd_sc_hd__dfrtp_1.
- In this run, synthesis produced a sequential element count of 98.
- Part of the Yosys area used for sequential elements :: 0.517
- The synthesis report lists the Yosys warning total as 1.

** Place
- Final weighted congestion in routability-driven placement :: 0.853
- Half-perimeter wire length after placement :: 5.63 mm
- Total of buffers placed on input and output ports :: 3
- In this run, placement finished with an instance count of 552.
- Placement Setup Slack :: between 3 and 4 ns

** Power and ir drop
- In this run the static leakage power is 0.00230 µW.
- The share of total power dissipated in combinational logic is 0.012.
- VDD IR max :: 85.4 µV
- Sequential fraction of design power :: 0.623
- Fraction of power spent switching nets :: 0.222
- The share of total power dissipated in the clock network is 0.364.
- The internal portion of the total power is roughly 800 µW.
- Ratio of total power to cell area :: between 200 and 250 nW/µm²
- Net switching power figure :: 228 µW

** Final timing
- Dividing the final minimum period by the clock period gives 0.405.
- Final worst-path setup slack :: 3.69 ns
- Total Neg Setup Slack :: 0 ns
- Setup violators final :: 0
- Max-slew headroom :: 0.545
- Final hold violation count :: 0
- Setup repair after global routing left no endpoint under its margin.
- On the final layout, the worst clock skew is approximately 0.01 ns.
- Max Fclk :: 399 MHz
- The worst path in the final design needs a cycle of 2.51 ns, including I/O delays and setup.
- At the pin with the least slew margin, the transition time is 0.683 ns.
- Total count of max-transition violations in the final report :: 0

** Route
- Number of vias in the routed layout :: 3195
- ANT nets after route :: 0
- TritonRoute reported its final design rule violation total as 0.
- The first detailed-routing pass took 4 iterations.
- Diode insertion count for antenna repair :: 0
- Per the detailed-route log, wirelength across all metal layers totals 8.28 mm.
- The violation tally recorded at the end of detailed-routing iteration 0 is 146.
- The routed design shows a wire length per standard cell of approximately 15 µm.
- Vias per cell :: 5.63

** Cells and area
- Of the cells placed in the final design, the portion with a size suffix greater than 1 is 0.0810.
- Most numerous logic cell after layout :: sky130_fd_sc_hd__dfrtp_1
- Area added between synthesis and finish :: 6.75%
- Cell Count, Final, Fillers Out :: 568
- The layout has between 800 and 900 filler cells.
- In the layout the commonest cells are 98 x sky130_fd_sc_hd__dfrtp_1, 47 x sky130_fd_sc_hd__xnor2_1, 39 x sky130_fd_sc_hd__xor2_1.

** Status
- Status :: complete, no violations

** Worst hold path
- Classification of the worst-slack hold path :: flop to flop
[power groups by stage]
stage     Combinational [µW]  Sequential [µW]  Clock [µW]
6_report                12.8              639         373
5_1_grt                 15.7              639         415
4_1_cts                 14.1              639         391
[per-stage QoR]
stage,utilization,power (µW),instance area [µm²],hold WS [ns]
after global placement,0.531,665,4880,0.455
final,0.551,1020,5060,0.471
after detailed placement,0.531,665,4880,0.458
after floorplan,-,651,4740,0.420
after global routing,0.551,1070,5060,0.480
after CTS,0.551,1040,5060,0.471
[cell families after synthesis]
group                    Yosys count  share of synthesized area
AND/OR/NAND/NOR                  217                      0.265
flip-flops                        98                      0.517
XOR/XNOR                          86                      0.159
buffers and inverters             24                     0.0224
AND-OR/OR-AND                     13                     0.0158
adder cells (fa/ha/maj)            7                     0.0185
multiplexers                       1                    0.00211
[registers in the layout (all words and copies together) (netlist names)]
signal   cells
cnt         32
hor_cnt     32
ver_cnt     32
Hsync        1
Vsync        1
[cell usage after synthesis (3+ instances only)]
| cell type | count | share of area |
|---|---|---|
| sky130_fd_sc_hd__a21oi_1 | 3 | 0.0032 |
| sky130_fd_sc_hd__and2_1 | 4 | 0.0053 |
| sky130_fd_sc_hd__and3_1 | 12 | 0.016 |
| sky130_fd_sc_hd__and4_1 | 9 | 0.017 |
| sky130_fd_sc_hd__clkbuf_1 | 9 | 0.0071 |
| sky130_fd_sc_hd__dfrtp_1 | 98 | 0.52 |
| sky130_fd_sc_hd__ha_1 | 7 | 0.018 |
| sky130_fd_sc_hd__inv_1 | 12 | 0.0095 |
| sky130_fd_sc_hd__nand2_1 | 37 | 0.029 |
| sky130_fd_sc_hd__nand3_1 | 29 | 0.031 |
| sky130_fd_sc_hd__nand4_1 | 32 | 0.042 |
| sky130_fd_sc_hd__nor2_1 | 30 | 0.024 |
| sky130_fd_sc_hd__nor3_1 | 16 | 0.017 |
| sky130_fd_sc_hd__nor4_1 | 21 | 0.028 |
| sky130_fd_sc_hd__nor4_2 | 9 | 0.024 |
| sky130_fd_sc_hd__o21ai_0 | 6 | 0.0063 |
| sky130_fd_sc_hd__or3_1 | 5 | 0.0066 |
| sky130_fd_sc_hd__or4_1 | 3 | 0.0047 |
| sky130_fd_sc_hd__xnor2_1 | 47 | 0.087 |
| sky130_fd_sc_hd__xor2_1 | 39 | 0.072 |
[worst min-delay path by stage]
| stage | start | endpoint | slack [ns] | depth (start not counted) |
|---|---|---|---|---|
| CTS | Vsync$_DFFE_PN0N_ | Vsync$_DFFE_PN0N_ | 0.47 | 1 |
| finish | Vsync$_DFFE_PN0N_ | Vsync$_DFFE_PN0N_ | 0.47 | 1 |
| global route | Vsync$_DFFE_PN0N_ | Vsync$_DFFE_PN0N_ | 0.48 | 1 |
[per-layer routing]
layer | GRT usage | vias to the layer above | share of wire
li1 | - | 1596 | -
met1 | 0.326 | 1551 | 0.52
met2 | 0.271 | 42 | 0.44
met3 | 0.0293 | 6 | 0.032
met4 | 0.0226 | 0 | 0.010
met5 | 0 | - | 0
[worst reg2reg max path: stages (launching register included)]
cell                      delay, ns
sky130_fd_sc_hd__dfrtp_1       0.40
sky130_fd_sc_hd__ha_1          0.23
sky130_fd_sc_hd__nand4_2       0.18
sky130_fd_sc_hd__or4_4         0.53
sky130_fd_sc_hd__nor3_1        0.52
sky130_fd_sc_hd__buf_4         0.26
sky130_fd_sc_hd__nand2_1       0.08
sky130_fd_sc_hd__o31ai_1       0.22
[final cells by class]
class | count | area (µm²) | share of cell area
Sequential cell | 98 | 2450 | 0.484
Multi-Input combinational cell | 324 | 2190 | 0.433
Tap cell | 111 | 139 | 0.0274
Clock inverter | 6 | 41.3 | 0.00815
Clock buffer | 10 | 138 | 0.0272
Timing Repair Buffer | 7 | 57.6 | 0.0114
Inverter | 12 | 45.0 | 0.00890
Power and IR drop assume default switching activity.
